`flow/run.sh`:
```
#!/bin/bash
# OpenROAD 26Q1-2900-gdf79404cd8, Yosys 0.63+post, stock flow scripts
make -C /OpenROAD-flow-scripts/flow DESIGN_CONFIG=/design/flow/config.mk WORK_HOME=/design/flow/orfs finish
```
`flow/config.mk`:
```
export PLATFORM = sky130hd
export DESIGN_NAME = Kogge_Stone
export DESIGN_NICKNAME = Kogge_Stone
export VERILOG_FILES = /design/flow/design.v
export SDC_FILE = /design/flow/constraint.sdc
export NUM_CORES = 4
export LEC_CHECK = 1
export CORE_AREA = 10 10 74 74
export DIE_AREA = 0 0 84 84
export SYNTH_HDL_FRONTEND = slang
```
`flow/constraint.sdc`:
```
current_design Kogge_Stone

set clk_period 6.2
set clk_io_pct 0.2

create_clock -name clk0 -period $clk_period

set non_clock_inputs [all_inputs -no_clocks]
set_input_delay [expr $clk_period * $clk_io_pct] -clock clk0 $non_clock_inputs
set_output_delay [expr $clk_period * $clk_io_pct] -clock clk0 [all_outputs]
```
`flow/design.v`:
```
`timescale 1ns / 1ps
module Kogge_Stone(input [16:1] A, input [16:1] B, input Carry_in,output reg [17:1] Carry_Out,output reg [17:1] Sum);
reg P[9:1][17:1];
reg G[9:1][17:1];
integer i;
integer k;
integer j;
initial
begin
    Sum=0;
    Carry_Out=0;
end
always@(*)
begin
    for( i=1;i<=16;i=i+1)
    begin 
        P[1][i+1]=A[i]^B[i]; 
        G[1][i+1]=A[i]&B[i]; 
    end       
    k=1;
    P[9][2] = P[1][2];
    G[9][2] = G[1][2];
    for(j=2;j<=5;j=j+1)
    begin
        for(i=2+k;i<=17;i=i+1)
        begin
            P[j][i]=P[j-1][i]&P[j-1][i-k];
            G[j][i]=(P[j-1][i]&G[j-1][i-k])|(G[j-1][i]);   
            P[9][i]=P[j][i];
            G[9][i]=G[j][i];         
        end
        k=2**(j-1);
    end
    Carry_Out[1]=Carry_in;
    for(i=2;i<=17;i=i+1)
    begin
         Carry_Out[i]=(Carry_in&P[9][i])|G[9][i];
         Sum[i-1]=Carry_Out[i-1]^P[1][i];
    end    
    Sum[17] = Carry_Out[17];
end
endmodule
```
==> impl_metrics.env <==
# source this file to load flow results
export IMPL_status="finished clean"
export IMPL_synth_yosys_num_cells=113
export IMPL_critPathMaxFanout=6
export IMPL_detail_route_vias_per_cell=4.49
export IMPL_crit_type="input pin to output pin"
export IMPL_place_ws_ns=1.31
export IMPL_most_frequent_cell_after_synthesis="ha_1"
export IMPL_yosys_warnings=14
export IMPL_place_port_buffers=67
export IMPL_dieHeight_um=84
export IMPL_ys_top_cells_by_area="ha_1, xor2_1, a21oi_1"
export IMPL_synth_top_cell_by_area="ha_1"
export IMPL_drive_above_1_share=0.0343
export IMPL_wl_per_cell_um=13.2
export IMPL_synthesis_area_um2=827
export IMPL_peak_ir_drop_on_the_vdd_network_mv=0.0418
export IMPL_dp_cells=225
export IMPL_yosys_stat_seqShare=0
export IMPL_syn_to_final_growth_pct=85.0
export IMPL_seq_area_um2=0
export IMPL_antenna_left=0
export IMPL_numSequentialCells=0
export IMPL_hold_path_depth=2
export IMPL_drt_first_pass_iters=4
export IMPL_yosys_area_um2=827
export IMPL_chipArea_um2=7060
export IMPL_fp_utilization=0.208
export IMPL_totalPowerFinal_mw=0.170
export IMPL_maxCapViolCount=0
export IMPL_post_synth_top_area_fraction=0.242
export IMPL_maxSlewHeadroom=0.776
export IMPL_setup_viol_count_final=0
export IMPL_first_pass_grt_wire_length_mm=5.01
export IMPL_p_leak_nw=0.667
export IMPL_initialDrtViolationCount=23
export IMPL_hold_class="input pin to output pin"
export IMPL_grt_pass1_vias=1030
export IMPL_max_freq_ghz=0.205
export IMPL_num_io_pins=67
export IMPL_worst_setup_path_start_kind="input pin"
export IMPL_clkbuf_count=0
export IMPL_setup_worst_path_end_class="output pin"
export IMPL_placeableCoreArea_um2=3970
export IMPL_gate_count_post_synth=113
export IMPL_final_min_period_over_clock_period=0.789
export IMPL_detailed_place_hpwl_mm=2.75
export IMPL_postCtsHoldBufs=0
export IMPL_route_antenna_diode_count=0
export IMPL_post_synth_most_frequent_cells="ha_1, a21oi_1, xor2_1"
export IMPL_largest_net_degree_at_the_start_of_global_routing=10
export IMPL_post_cts_repair_setup_buffers=0
export IMPL_post_route_min_period_ns=4.89
export IMPL_required_time_of_the_critical_path_ns=4.96
export IMPL_fin_tns_setup_ns=0
export IMPL_tool_warnings=32
export IMPL_antenna_found_initial=0
export IMPL_ys_types=33
export IMPL_worst_ep_arrival_time_ns=3.65
export IMPL_timing_max_transition_violations_final=0
export IMPL_rows=23
export IMPL_grt_use_total=0.0819
export IMPL_die_width_um=84
export IMPL_final_hold_violation_count=0
export IMPL_combinational_gate_area_um2=767
export IMPL_post_cts_resized_instances=0
export IMPL_avgSynthCellArea_um2=7.32
export IMPL_drc_errors=0
export IMPL_rsz0062_at_grt="false"
export IMPL_fillerInstances=422
export IMPL_wl_mm=2.97
export IMPL_power_density_nw_per_um2=111
export IMPL_final_cells=225
export IMPL_detailroute_via_count=1010
export IMPL_final_critical_path_setup_slack_ns=1.31
export IMPL_place_congestion=0.776
export IMPL_globalRouteOverflowTotal=0
export IMPL_max_slew_worst_pin_slew_ns=0.333
## worst paths after layout
check	start	endpoint	slack, ns
max	A[7]	Sum[16]	1.31
min	Carry_in	Carry_Out[1]	3.34
## through the flow
stage                util  cell area (µm²)  hold slack, ns
global placement    0.385             1530            3.35
finish              0.385             1530            3.34
global route        0.385             1530            3.40
floorplan               -              827            2.55
CTS                 0.385             1530            3.36
detailed placement  0.385             1530            3.35
## where the power goes
part           switching [mW]  internal [mW]  leakage (nW)
Clock                       0              0             0
Sequential                  0              0             0
Combinational          0.0597          0.111         0.667
## per-layer routing
metal,vias up,global-route usage,routed length (µm)
met2,28,0.150,1470
met3,0,0.0167,167
li1,542,-,-
met1,440,0.101,1330
met4,0,0,0
met5,-,0,0
## worst max-delay path: stages
cell	delay (ns)
clkdlybuf4s50_1	0.41
ha_1	0.38
and3_1	0.23
and3_4	0.20
o311ai_2	0.30
nor3_1	0.10
or3b_1	0.37
clkdlybuf4s50_1	0.43
## cell type report
class                      instances  area share
inverter                           8      0.0196
timing repair buffer              67       0.438
tap                               50      0.0409
multi-input combinational        100       0.501
## cells by family after synthesis
group	share of synthesized area
compound gates	0.349
simple gates	0.163
fa+ha+maj	0.266
xor+xnor	0.148
buf+inv	0.0726
## cells in the final DEF, fill, tap and decap left out, types with 2 or more instances in the layout
cell type,count
clkdlybuf4s50_1,67
o21a_1,2
nand3_1,3
inv_1,8
a21o_1,7
ha_1,16
nand2_1,9
o21ai_1,2
a21oi_1,11
o211ai_1,3
xor2_1,11
nor3_1,2
xnor2_1,3
a41o_1,2
or3_1,2
nor2_1,5
o21ai_0,7
No activity file was given, so power comes from the tool's default toggle rates.
